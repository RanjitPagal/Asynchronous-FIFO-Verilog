==> design/flow/config.mk <==
export PLATFORM = sky130hd
export DESIGN_NAME = top
export DESIGN_NICKNAME = top
export VERILOG_FILES = /design/flow/design.v
export SDC_FILE = /design/flow/constraint.sdc
export NUM_CORES = 4
export LEC_CHECK = 1
export CORE_UTILIZATION = 30
==> design/flow/design.v <==
`timescale 1ns / 1ps
module bin_to_gray #(
    parameter SIZE = 7
) (
    input  [SIZE-1:0] bin,
    output [SIZE-1:0] gray
);
    assign gray = (bin >> 1) ^ bin;
endmodule
`timescale 1ns / 1ps
module fifo_mem
#(
    parameter DATASIZE = 32,   
    parameter ADDRSIZE = 6     
)
(
    output [DATASIZE-1:0] rdata, 
    input  [DATASIZE-1:0] wdata, 
    input  [ADDRSIZE-1:0] waddr, raddr, 
    input                 wclken, wfull, wclk
);
localparam DEPTH = 1 << ADDRSIZE;
reg [DATASIZE-1:0] mem [0:DEPTH-1];
assign rdata = mem[raddr];
always @(posedge wclk)  
    if (wclken && !wfull)
        mem[waddr] <= wdata;
endmodule
`timescale 1ns / 1ps
module gray_to_bin #(
    parameter SIZE = 7
) (
    input  [SIZE-1:0] gray,
    output reg [SIZE-1:0] bin
);
    integer i;
    always @* begin
        bin[SIZE-1] = gray[SIZE-1];
        for (i = SIZE-2; i >= 0; i = i - 1)
            bin[i] = bin[i+1] ^ gray[i];
    end
endmodule
`timescale 1ns / 1ps
module rptr_empty #(
    parameter ADDRSIZE = 6,
    parameter ALMOST_EMPTY_THRESH = 2
) (
    output reg  rempty,
    output reg  almost_empty,
    output      [ADDRSIZE-1:0] raddr,
    output reg [ADDRSIZE:0] rptr,
    output reg [ADDRSIZE:0] rbin,
    input      [ADDRSIZE:0] rq2_wptr,
    input      rinc, rclk, rrst_n
);
  wire [ADDRSIZE:0] rgraynext, rbinnext;
  wire [ADDRSIZE:0] rq2_wptr_bin;
  bin_to_gray #(.SIZE(ADDRSIZE+1)) bin_to_gray_inst (
    .bin(rbinnext),
    .gray(rgraynext)
  );
  gray_to_bin #(.SIZE(ADDRSIZE+1)) gray_to_bin_inst (
    .gray(rq2_wptr),
    .bin(rq2_wptr_bin)
  );
  always @(posedge rclk or negedge rrst_n)
    if (!rrst_n) begin
      rbin <= 0;
      rptr <= 0;
    end else begin
      rbin <= rbinnext;
      rptr <= rgraynext;
    end
  assign raddr     = rbin[ADDRSIZE-1:0];
  assign rbinnext  = rbin + (rinc & ~rempty);
  wire rempty_val = (rgraynext == rq2_wptr);
  always @(posedge rclk or negedge rrst_n)
      if (!rrst_n)
        rempty <= 1'b1;
      else
        rempty <= rempty_val;
  wire [ADDRSIZE:0] fill_level = rq2_wptr_bin - rbinnext;
  always @(posedge rclk or negedge rrst_n)
      if (!rrst_n)
        almost_empty <= 1'b0;  
      else
        almost_empty <= ((fill_level <= ALMOST_EMPTY_THRESH) && (fill_level != 0));
endmodule
`timescale 1ns / 1ps
module sync_r2w
#(
    parameter ADDRSIZE = 6
)
(
    output reg [ADDRSIZE:0] wq2_rptr,    
    input      [ADDRSIZE:0] rptr,        
    input                   wclk, wrst_n
);
reg [ADDRSIZE:0] wq1_rptr;
always @(posedge wclk or negedge wrst_n)   
    if (!wrst_n) begin
        wq1_rptr <= 0;          
        wq2_rptr <= 0;
    end else begin        
        wq1_rptr <= rptr;
        wq2_rptr <= wq1_rptr;
    end          
endmodule
`timescale 1ns / 1ps
module sync_w2r
#(
    parameter ADDRSIZE = 6
)
(
    output reg [ADDRSIZE:0] rq2_wptr,    
    input      [ADDRSIZE:0] wptr,        
    input                   rclk, rrst_n
);
reg [ADDRSIZE:0] rq1_wptr;
always @(posedge rclk or negedge rrst_n)   
    if (!rrst_n) begin
        rq1_wptr <= 0;
        rq2_wptr <= 0;
    end else begin
        rq1_wptr <= wptr;
        rq2_wptr <= rq1_wptr;
    end
endmodule
`timescale 1ns / 1ps
module top
#(
  parameter DSIZE = 32,
  parameter ASIZE = 6,
  parameter ALMOST_FULL_THRESH  = (1<<ASIZE)-2,  
  parameter ALMOST_EMPTY_THRESH = 2              
)
(
  output [DSIZE-1:0] rdata,
  output             wfull,
  output             rempty,
  output             almost_full,
  output             almost_empty,
  input  [DSIZE-1:0] wdata,
  input              winc, wclk, wrst_n,
  input              rinc, rclk, rrst_n
);
  wire   [ASIZE-1:0] waddr, raddr;
  wire   [ASIZE:0]   wptr, rptr, wq2_rptr, rq2_wptr;
  wire   [ASIZE:0]   wbin, rbin;
  sync_r2w  sync_r2w(
    .wq2_rptr(wq2_rptr),
    .rptr(rptr),
    .wclk(wclk),
    .wrst_n(wrst_n)
  );
  sync_w2r  sync_w2r(
    .rq2_wptr(rq2_wptr),
    .wptr(wptr),
    .rclk(rclk),
    .rrst_n(rrst_n)
  );
  fifo_mem #(DSIZE, ASIZE) fifo_mem(
    .rdata(rdata),
    .wdata(wdata),
    .waddr(waddr),
    .raddr(raddr),
    .wclken(winc & ~wfull),
    .wfull(wfull),
    .wclk(wclk)
  );
  rptr_empty #(ASIZE, ALMOST_EMPTY_THRESH) rptr_empty(
    .rempty(rempty),
    .almost_empty(almost_empty),
    .raddr(raddr),
    .rptr(rptr),
    .rbin(rbin),
    .rq2_wptr(rq2_wptr),
    .rinc(rinc & ~rempty),
    .rclk(rclk),
    .rrst_n(rrst_n)
  );
  wptr_full #(ASIZE, ALMOST_FULL_THRESH) wptr_full(
    .wfull(wfull),
    .almost_full(almost_full),
    .waddr(waddr),
    .wptr(wptr),
    .wbin(wbin),
    .wq2_rptr(wq2_rptr),
    .winc(winc & ~wfull),
    .wclk(wclk),
    .wrst_n(wrst_n)
  );
endmodule
`timescale 1ns / 1ps
module wptr_full #(
    parameter ADDRSIZE = 6,
    parameter ALMOST_FULL_THRESH = 62
) (
    output reg wfull,
    output reg almost_full,
    output      [ADDRSIZE-1:0] waddr,
    output reg [ADDRSIZE:0] wptr,
    output reg [ADDRSIZE:0] wbin,
    input      [ADDRSIZE:0] wq2_rptr,
    input      winc, wclk, wrst_n
);
    wire [ADDRSIZE:0] wgraynext, wbinnext;
    wire [ADDRSIZE:0] wq2_rptr_bin;
    bin_to_gray #(.SIZE(ADDRSIZE+1)) bin_to_gray_inst (
        .bin(wbinnext),
        .gray(wgraynext)
    );
    gray_to_bin #(.SIZE(ADDRSIZE+1)) gray_to_bin_inst (
        .gray(wq2_rptr),
        .bin(wq2_rptr_bin)
    );
    assign wbinnext  = wbin + (winc & ~wfull);
    assign waddr     = wbin[ADDRSIZE-1:0];
    wire wfull_val = (wgraynext == {~wq2_rptr[ADDRSIZE:ADDRSIZE-1], wq2_rptr[ADDRSIZE-2:0]});
    wire [ADDRSIZE:0] fill_level= wbinnext - wq2_rptr_bin;
    always @(posedge wclk or negedge wrst_n)
        if (!wrst_n)
            {wbin, wptr} <= 0;
        else
            {wbin, wptr} <= {wbinnext, wgraynext};
    always @(posedge wclk or negedge wrst_n)
        if (!wrst_n)
            wfull <= 1'b0;
        else
            wfull <= wfull_val;
    always @(posedge wclk or negedge wrst_n)
        if (!wrst_n)
            almost_full <= 1'b0;
        else
            almost_full <= ((fill_level >= ALMOST_FULL_THRESH) && !wfull_val);
endmodule
==> design/flow/run.sh <==
#!/bin/bash
# OpenROAD 26Q1-2900-gdf79404cd8, Yosys 0.63+post, stock flow scripts
make -C /OpenROAD-flow-scripts/flow DESIGN_CONFIG=/design/flow/config.mk WORK_HOME=/design/flow/orfs finish
==> design/flow/constraint.sdc <==
current_design top

set clk_period 52.1
set clk_io_pct 0.2

create_clock -name clk0 -period $clk_period [get_ports {rclk}]
create_clock -name clk1 -period $clk_period [get_ports {wclk}]

set non_clock_inputs [all_inputs -no_clocks]
set_input_delay [expr $clk_period * $clk_io_pct] -clock clk0 $non_clock_inputs
set_output_delay [expr $clk_period * $clk_io_pct] -clock clk0 [all_outputs]
==> impl_metrics.json <==
{
  "status": "finished, final reports clean",
  "grt_usage_pct": 16.3,
  "worst_ep_required_time_ns": 41.68,
  "post-route-util_pct": 35.0,
  "topCellsByArea": "edfxtp_1 (76%), mux4_2 (18%), dfrtp_1 (1.8%), clkbuf_1 (0.46%), mux2i_1 (0.35%)",
  "cts.clk_slew.worst_paths_ns": 0.06,
  "top_cell_area_share_pct": 76.4,
  "crit_arrival_ns": 5.48,
  "yosysWarningCount": 6,
  "vias": 35600,
  "synth-async-reset-ratio_pct": 2.75,
  "pwr-share-comb_pct": 31.3,
  "edf_count": 2048,
  "p_sw_mw": 1.50,
  "top_logic_kind": "multiplexers",
  "place.gp.congestion": 0.834,
  "ys.flop_type": "edfxtp_1",
  "worstHoldPathType": "register to register",
  "rsz0062_at_grt": "no",
  "critPathLaunchType": "register",
  "port_buffers": 72,
  "crit_type": "register to output port",
  "top_area_cell": "edfxtp_1",
  "grt_pass1_vias": 39800,
  "adder_share_pct": 0.311,
  "hpwlAfterDp_um": 111000,
  "die_w_um": 520,
  "worst-slew-pin-transition_ns": 0.970,
  "yosys.area_share.xor_xnor_pct": 0.638,
  "p_total_mw": 4.97,
  "numSynthFlops": 2106,
  "tns_ns": 0,
  "synth_area_per_cell_um2": 24.6,
  "postCtsResizedCells": 0,
  "vias_per_cell": 4.90,
  "cts.sinks": 2106,
  "pwr_density_cell_mw_per_mm2": 53.4,
  "openroad.warnings": 29,
  "seq_power_share_pct": 40.1,
  "aoi_share_pct": 0.635,
  "setup_viol": 0,
  "ys_cells": 3272,
  "syn2layout_area_growth_pct": 15.6,
  "firstDrtPassIters": 5,
  "drive_gt1_share_pct": 31.9,
  "pwr-share-clk_pct": 28.6,
  "fillers": 24000,
  "p_int_mw": 3.47,
  "die_area_mm2": 0.271,
  "worst_slew_margin_rel_pct": 35.1,
  "place_area_mm2": 0.0866,
  "postCtsHoldBufs": 7,
  "yosys_area_mm2": 0.0805,
  "cts_tree": "built",
  "wl_per_cell_um": 27.9,
  "grt_pass1_wl_um": 288000,
  "setup_ws_ns": 36.20,
  "report.final.slew_viol_count": 0,
  "postSynthSeqShare_pct": 78.2,
  "drv_cap": 0,
  "grt_max_degree": 67,
  "p_sw_share_pct": 30.1,
  "ios": 74,
  "cts_setup_buffers": 0,
  "drt_wl_total_um": 203000,
  "first_iter_violations": 2425,
  "hold_viol_final": 0,
  "leakagePower_nw": 28.5,
  "dp_slack_ns": 36.32,
  "synthTopCellsByCount": "edfxtp_1 (2,048), mux4_2 (645), clkbuf_1 (98)",
  "syn_inst": 3272,
  "fp_util_pct": 30.3,
  "most_common_cell": "edfxtp_1",
  "final_antenna_net_count": 0,
  "synth.area.mux_share_pct": 18.4,
  "crit_path_max_fanout": 47,
  "coreArea_mm2": 0.266,
  "grt-ovfl-total": 0,
  "num_rows": 189,
  "synthSimpleGateAreaFrac_pct": 0.930,
  "vdd_ir_drop_max_v": 0.0000430,
  "yosysUniqueCellTypes": 47,
  "syn-cell-area_mm2": 0.0805,
  "fin_skew_ns": 0.0196,
  "post-route-drc-count": 0,
  "antenna_found_initial": 5,
  "die.size.y_um": 520,
  "end_kind": "output port",
  "design_area_mm2": 0.0931
}
## path summary, 6_finish.rpt
check	start	end	slack (ns)	cells after the start
setup / recovery	rptr_empty.rbin[1]$_DFF_PN0_	rdata[28]	36.20	8
hold / removal	rptr_empty.rptr[3]$_DFF_PN0_	sync_r2w.wq1_rptr[3]$_DFF_PN0_	0.31	1
setup reg to reg	rptr_empty.rbin[0]$_DFF_PN0_	rptr_empty.almost_empty$_DFF_PN0_	48.09	11
hold reg to reg	rptr_empty.rptr[3]$_DFF_PN0_	sync_r2w.wq1_rptr[3]$_DFF_PN0_	0.31	1
max in group clk1	winc	fifo_mem.mem[48][17]$_DFFE_PP_	38.95	7
max in group asynchronous	rrst_n	rptr_empty.rbin[5]$_DFF_PN0_	41.23	2
min in group clk0	sync_w2r.rq1_wptr[3]$_DFF_PN0_	sync_w2r.rq2_wptr[3]$_DFF_PN0_	0.36	0
min in group asynchronous	wrst_n	sync_r2w.wq1_rptr[3]$_DFF_PN0_	9.98	2
## sequential cells by signal (all words and copies together), names as in the netlist
signal,count
sync_r2w.wq1_rptr,7
rptr_empty.almost_empty,1
sync_r2w.wq2_rptr,7
sync_w2r.rq1_wptr,7
wptr_full.wptr,7
wptr_full.wfull,1
rptr_empty.rptr,7
fifo_mem.mem,2048
wptr_full.almost_full,1
sync_w2r.rq2_wptr,7
wptr_full.wbin,6
rptr_empty.rempty,1
rptr_empty.rbin,6
## stage by stage
stage,hold slack (ns),std cells
2_1_floorplan,0.331,3272
4_1_cts,0.260,7260
5_1_grt,0.301,7261
3_3_place_gp,0.333,6873
6_report,0.306,7263
3_5_place_dp,0.335,6873
## area by class of cell
class / instances / area [µm²] / share of cell area (%)
Antenna cell: 3 / 7.51 / 0.00806
Clock buffer: 259 / 5470 / 5.87
Clock inverter: 121 / 968 / 1.04
Inverter: 17 / 63.8 / 0.0685
Multi-Input combinational cell: 981 / 17300 / 18.6
Sequential cell: 2106 / 63000 / 67.6
Tap cell: 3533 / 4420 / 4.75
Timing Repair Buffer: 243 / 1890 / 2.03
## power by group through the flow
stage | clock [mW] | combinational (mW) | sequential [mW]
CTS | 1.45 | 1.59 | 2.00
global route | 1.51 | 1.67 | 2.00
finish | 1.42 | 1.56 | 2.00
## layout by cell type, fill, tap and decap left out, types with 5 or more instances in the layout
| cell | n |
|---|---|
| clkbuf_1 | 47 |
| mux2i_1 | 28 |
| clkinv_2 | 30 |
| clkinv_1 | 65 |
| mux4_2 | 645 |
| inv_1 | 17 |
| a211oi_1 | 27 |
| clkbuf_16 | 211 |
| xnor2_1 | 22 |
| nor2_4 | 64 |
| xor2_1 | 31 |
| a21oi_1 | 36 |
| edfxtp_1 | 2048 |
| buf_4 | 162 |
| inv_6 | 5 |
| bufinv_16 | 12 |
| clkdlybuf4s50_1 | 40 |
| nand2_1 | 13 |
| ha_1 | 16 |
| nand3_1 | 13 |
| nor2_1 | 6 |
| buf_2 | 32 |
| clkinv_8 | 5 |
| o21ai_0 | 5 |
| dfrtp_1 | 51 |
| dfrtp_4 | 6 |
| nor2b_1 | 33 |
| dlygate4sd3_1 | 7 |
## metal layers
layer | global-route usage (%) | part of all wire [%] | vias up
li1 | - | - | 14700
met1 | 16.1 | 29 | 18300
met2 | 25.4 | 49 | 2307
met3 | 14.2 | 19 | 286
met4 | 3.64 | 2.8 | 6
met5 | 0.474 | 0.083 | -
## critical path, stage by stage (launching register included)
cell and delay, ns:
dfrtp_4 0.76, buf_4 0.63, buf_4 0.68, buf_4 0.70, mux4_2 0.40, mux4_2 0.47
a211oi_1 0.67, a21oi_1 0.29, clkdlybuf4s50_1 0.49
## kinds of logic after synthesis
logic type,after synthesis
AND-OR/OR-AND,80
XOR/XNOR,55
adder cells (fa/ha/maj),19
buffers and inverters,185
flip-flops,2106
multiplexers,674
AND/OR/NAND/NOR,153
No activity file was given, so power comes from the tool's default toggle rates.
